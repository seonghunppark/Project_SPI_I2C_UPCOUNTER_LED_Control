==> /design/flow/design.v <==
`timescale 1ns / 1ps
module I2C_Master (
    input logic clk,
    input logic reset,
    input logic i2c_en,
    input logic i2c_start,
    input logic i2c_stop,
    input logic [7:0] tx_data,
    output logic tx_done,
    output logic tx_ready,
    output logic [7:0] rx_data,
    output logic rx_done,
    output logic SCL,
    inout logic SDA
);
    typedef enum {
        IDLE,
        START1,
        START2,
        WDATA1,
        WDATA2,
        WDATA3,
        WDATA4,
        RDATA1,
        RDATA2,
        RDATA3,
        RDATA4,
        WACK1,
        WACK2,
        WACK3,
        WACK4,
        RACK1,
        RACK2,
        RACK3,
        RACK4,
        HOLD,
        STOP1,
        STOP2
    } state_e;
    state_e state, state_next;
    logic SDA_reg;
    logic en;
    logic [7:0] rx_real_data, rx_real_data_next;
    logic temp_ACK_reg, temp_ACK_next;
    logic [7:0] temp_tx_data_reg, temp_tx_data_next;
    logic [7:0] temp_rx_data_reg, temp_rx_data_next;
    logic [$clog2(8)-1:0] bit_counter_reg, bit_counter_next;
    logic [$clog2(500)-1:0] clk_counter_reg, clk_counter_next;
    assign SDA     = en ? SDA_reg : 1'bz;
    assign rx_data = rx_real_data;
    always_ff @(posedge clk, posedge reset) begin
        if (reset) begin
            state            <= IDLE;
            temp_tx_data_reg <= 0;
            temp_rx_data_reg <= 0;
            temp_ACK_reg     <= 0;
            clk_counter_reg  <= 0;
            bit_counter_reg  <= 0;
            rx_real_data     <= 0;
        end else begin
            state            <= state_next;
            temp_tx_data_reg <= temp_tx_data_next;
            temp_rx_data_reg <= temp_rx_data_next;
            temp_ACK_reg     <= temp_ACK_next;
            clk_counter_reg  <= clk_counter_next;
            bit_counter_reg  <= bit_counter_next;
            rx_real_data     <= rx_real_data_next;
        end
    end
    always_comb begin
        SDA_reg           = 1'b1;
        SCL               = 1'b1;
        clk_counter_next  = clk_counter_reg;
        temp_tx_data_next = temp_tx_data_reg;
        temp_rx_data_next = temp_rx_data_reg;
        bit_counter_next  = bit_counter_reg;
        en                = 1'b1;
        tx_done           = 1'b0;
        tx_ready          = 1'b0;
        temp_ACK_next     = temp_ACK_reg;
        state_next        = state;
        rx_done           = 1'b0;
        rx_real_data_next = rx_real_data;
        case (state)
            IDLE: begin
                SDA_reg  = 1'b1;   
                SCL      = 1'b1;   
                tx_ready = 1'b1;
                if (i2c_en & i2c_start) begin   
                    state_next = START1;   
                    temp_tx_data_next = tx_data;   
                end
            end
            START1: begin
                en = 1'b1;  
                SDA_reg = 1'b0;   
                SCL = 1'b1;   
                if (clk_counter_reg == 499) begin
                    state_next = START2;
                    clk_counter_next = 0;
                end else begin
                    clk_counter_next = clk_counter_reg + 1;
                end
            end
            START2: begin
                en = 1'b1;   
                SDA_reg = 1'b0;   
                SCL = 1'b0;   
                if (clk_counter_reg == 499) begin
                    state_next        = WDATA1;   
                    clk_counter_next  = 0;
                    temp_tx_data_next = tx_data;
                end else begin
                    clk_counter_next = clk_counter_reg + 1;
                end
            end
            WDATA1: begin
                en = 1'b1;
                SDA_reg = temp_tx_data_reg[7];
                SCL = 1'b0;
                if (clk_counter_reg == 249) begin
                    state_next = WDATA2;
                    clk_counter_next = 0;
                end else begin
                    clk_counter_next = clk_counter_reg + 1;
                end
            end
            WDATA2: begin
                en = 1'b1;
                SDA_reg = temp_tx_data_reg[7];
                SCL = 1'b1;
                if (clk_counter_reg == 249) begin
                    state_next = WDATA3;
                    clk_counter_next = 0;
                end else begin
                    clk_counter_next = clk_counter_reg + 1;
                end
            end
            WDATA3: begin
                en = 1'b1;
                SDA_reg = temp_tx_data_reg[7];
                SCL = 1'b1;
                if (clk_counter_reg == 249) begin
                    state_next = WDATA4;
                    clk_counter_next = 0;
                end else begin
                    clk_counter_next = clk_counter_reg + 1;
                end
            end
            WDATA4: begin
                en = 1'b1;
                SDA_reg = temp_tx_data_reg[7];
                SCL = 1'b0;
                if (clk_counter_reg == 249) begin
                    if (bit_counter_reg == 7) begin
                        bit_counter_next = 0;
                        clk_counter_next = 0;
                        state_next = WACK1;
                    end else begin
                        bit_counter_next = bit_counter_reg + 1;
                        clk_counter_next = 0;
                        state_next = WDATA1;
                        temp_tx_data_next = {temp_tx_data_reg[6:0], 1'b0};
                    end
                end else begin
                    clk_counter_next = clk_counter_reg + 1;
                end
            end
            WACK1: begin
                en = 1'b0;   
                SCL = 1'b0;
                SDA_reg = 1'b1;
                if (clk_counter_reg == 249) begin
                    state_next = WACK2;
                    clk_counter_next = 0;
                end else begin
                    clk_counter_next = clk_counter_reg + 1;
                end
            end
            WACK2: begin
                en  = 1'b0;
                SCL = 1'b1;
                if (clk_counter_reg == 249) begin
                    state_next = WACK3;
                    clk_counter_next = 0;
                    temp_ACK_next = SDA;
                end else begin
                    clk_counter_next = clk_counter_reg + 1;
                end
            end
            WACK3: begin
                en  = 1'b0;
                SCL = 1'b1;
                if (clk_counter_reg == 249) begin
                    state_next = WACK4;
                    clk_counter_next = 0;
                end else begin
                    clk_counter_next = clk_counter_reg + 1;
                end
            end
            WACK4: begin
                en = 1'b1;
                SCL = 1'b0;
                SDA_reg = 1'b0;
                if (clk_counter_reg == 249) begin
                    if (temp_ACK_reg == 1'b0) begin
                        state_next       = HOLD;
                        clk_counter_next = 0;
                        tx_done          = 1'b1;
                        temp_ACK_next    = 1'b0;
                    end else begin   
                        state_next       = STOP1;
                        tx_done          = 1'b1;
                        clk_counter_next = 0;
                        temp_ACK_next    = 1'b0;
                    end
                end else begin
                    clk_counter_next = clk_counter_reg + 1;
                end
            end
            HOLD: begin
                en       = 1'b1;
                SDA_reg  = 1'b0;
                SCL      = 1'b0;
                tx_ready = 1'b1;
                tx_done  = 1'b0;
                case ({
                    i2c_start, i2c_stop
                })
                    2'b00: begin
                        state_next        = WDATA1;
                        temp_tx_data_next = tx_data;
                    end
                    2'b01: state_next = STOP1;
                    2'b10: begin
                        state_next = IDLE;
                        temp_tx_data_next = tx_data;
                    end
                    2'b11: state_next = RDATA1;
                endcase
            end
            RDATA1: begin
                en  = 1'b0;
                SCL = 1'b0;
                if (clk_counter_reg == 249) begin
                    state_next = RDATA2;
                    clk_counter_next = 0;
                end else begin
                    clk_counter_next = clk_counter_reg + 1;
                end
            end
            RDATA2: begin
                en  = 1'b0;
                SCL = 1'b1;
                if (clk_counter_reg == 249) begin
                    state_next = RDATA3;
                    temp_rx_data_next = {temp_rx_data_reg[6:0], SDA};
                    clk_counter_next = 0;
                end else begin
                    clk_counter_next = clk_counter_reg + 1;
                end
            end
            RDATA3: begin
                en  = 1'b0;
                SCL = 1'b1;
                if (clk_counter_reg == 249) begin
                    state_next = RDATA4;
                    clk_counter_next = 0;
                end else begin
                    clk_counter_next = clk_counter_reg + 1;
                end
            end
            RDATA4: begin
                en  = 1'b0;
                SCL = 1'b0;
                if (clk_counter_reg == 249) begin
                    if (bit_counter_reg == 7) begin
                        bit_counter_next = 0;
                        clk_counter_next = 0;
                        state_next       = RACK1;
                        rx_done          = 1'b1;
                    end else begin
                        bit_counter_next = bit_counter_reg + 1;
                        clk_counter_next = 0;
                        state_next       = RDATA1;
                    end
                end else begin
                    clk_counter_next = clk_counter_reg + 1;
                end
            end
            RACK1: begin
                en = 1'b1;   
                SCL = 1'b0;
                SDA_reg = 1'b0;
                if (clk_counter_reg == 249) begin
                    state_next = RACK2;
                    clk_counter_next = 0;
                end else begin
                    clk_counter_next = clk_counter_reg + 1;
                end
            end
            RACK2: begin
                en = 1'b1;
                SCL = 1'b1;
                SDA_reg = 1'b0;
                if (clk_counter_reg == 249) begin
                    state_next = RACK3;
                    clk_counter_next = 0;
                    temp_ACK_next = SDA;
                end else begin
                    clk_counter_next = clk_counter_reg + 1;
                end
            end
            RACK3: begin
                en = 1'b1;
                SCL = 1'b1;
                SDA_reg = 1'b0;
                if (clk_counter_reg == 249) begin
                    state_next = RACK4;
                    clk_counter_next = 0;
                end else begin
                    clk_counter_next = clk_counter_reg + 1;
                end
            end
            RACK4: begin
                en = 1'b1;
                SCL = 1'b0;
                SDA_reg = 1'b0;
                if (clk_counter_reg == 249) begin
                    state_next        = RDATA1;
                    rx_done           = 1'b1;
                    rx_real_data_next = temp_rx_data_reg;
                    clk_counter_next  = 0;
                end else begin
                    clk_counter_next = clk_counter_reg + 1;
                end
            end
            STOP1: begin
                en = 1'b1;
                SDA_reg = 1'b0;
                SCL = 1'b1;
                if (clk_counter_reg == 249) begin
                    state_next = STOP2;
                    clk_counter_next = 0;
                end else begin
                    clk_counter_next = clk_counter_reg + 1;
                end
            end
            STOP2: begin
                en = 1'b1;
                SDA_reg = 1'b1;
                SCL = 1'b1;
                if (clk_counter_reg == 249) begin
                    state_next = IDLE;
                    clk_counter_next = 0;
                end else begin
                    clk_counter_next = clk_counter_reg + 1;
                end
            end
        endcase
    end
endmodule
==> /design/flow/run.sh <==
#!/bin/bash
# OpenROAD 26Q1-2900-gdf79404cd8, Yosys 0.63+post, stock flow scripts
make -C /OpenROAD-flow-scripts/flow DESIGN_CONFIG=/design/flow/config.mk WORK_HOME=/design/flow/orfs finish
==> /design/flow/config.mk <==
export PLATFORM = sky130hd
export DESIGN_NAME = I2C_Master
export DESIGN_NICKNAME = I2C_Master
export VERILOG_FILES = /design/flow/design.v
export SDC_FILE = /design/flow/constraint.sdc
export NUM_CORES = 4
export LEC_CHECK = 1
export CORE_UTILIZATION = 30
==> /design/flow/constraint.sdc <==
current_design I2C_Master

set clk_period 3.6
set clk_io_pct 0.2

create_clock -name clk0 -period $clk_period [get_ports {clk}]

set non_clock_inputs [all_inputs -no_clocks]
set_input_delay [expr $clk_period * $clk_io_pct] -clock clk0 $non_clock_inputs
set_output_delay [expr $clk_period * $clk_io_pct] -clock clk0 [all_outputs]
==> flow_summary.yaml <==
# generated from flow reports
clock_network:
  post-cts-setup-buffers: 0
  post_cts_resized: 0
  cts_tree: "built"
  clk_pin_slew_ps: 70
  clk_latency_ps: 340
  clockBufferDepth: 2
  ctsHoldBuffers: 0
  ctsHtreeMaxLevel: 3
  root_buffer: "clkbuf_8"
  cts_inserted_buffers: 9
  clock_sinks: 59
floorplan:
  rows: 34
  initCoreUtil_pct: 31.2
  chip_area_mm2: 0.00954
  core-area_mm2: 0.00881
  die_w_um: 97.7
  io-pin-count: 26
  die.size.y_um: 97.7
place:
  dp_hpwl_mm: 3.65
  io_buffers: 24
  globalplace.congestion: 0.826
  placed_cell_area_mm2: 0.00313
logic_synthesis:
  ys_chip_area_mm2: 0.00275
  syn_area_mm2: 0.00275
  area_leaders: "dfrtp_1 (53%), mux2_2 (13%), nand2_1 (8.1%)"
  edf_count: 0
  ys_cells: 255
  synthTopCellsByCount: "nand2_1 (59), dfrtp_1 (58), mux2_2 (32)"
  ys_types: 39
  ys_seq_share_pct: 53.8
  async_flop_share_pct: 100
  syn_inst: 255
  ff_type: "dfrtp_1"
  postSynthAreaPerCell_um2: 10.8
  yosysTopAreaCell: "dfrtp_1"
  ys.warnings.count: 2
  yosysTopAreaCellShare_pct: 52.9
  synth_top_cell_by_count: "nand2_1"
  ys.flops: 59
critical_path:
  critPathKind: "reg -> out"
  crit_required_ps: 2880
  critPathLaunchType: "flop"
  worstPathArrival_ps: 2260
  end_kind: "output pin"
  cp_max_fo: 6
detailed_routing:
  dr.pass1.iters: 20
  insertedDiodeCount: 0
  drt_iter0_markers: 121
  route.final.wire_length_mm: 5.30
  drt.antenna.violating_nets: 0
  vias_per_cell: 4.95
  routed-via-count: 1983
  drc: 0
  wl_per_cell_um: 13.2
timing:
  min_period_ps: 2980
  max_freq_ghz: 0.335
  skew_ps: 7.08
  setup_violations: 0
  hold_viol: 0
  slew_headroom_pct: 43.7
  tns_ps: 0
  grt_setup_unrepaired: "no"
  slew_violations: 0
  finalClockPeriodUsage_pct: 82.8
  tightest_slew_ps: 837
global_route:
  grt_max_degree: 36
  grt_pass1_wl_mm: 9.69
  grt_use_total_pct: 12.8
  overflow: 0
  antenna_found_initial: 0
  grt_pass1_vias: 2025
run:
  warnings: 26
  cap_violations: 0
pwr:
  ir_drop_uv: 200
  p_per_area_mw_per_mm2: 423
  power_leakage_uw: 0.00159
final_layout:
  fin_area_mm2: 0.00337
  syn2layout_area_growth_pct: 22.7
  drive_gt1_share_pct: 22.5
outcome:
  outcome: "finished, final reports clean"
min_path:
  hold_class: "reg -> reg"
==> cell usage in the layout, fill, tap and decap left out, types with 2 or more instances in the layout <==
cell type	synthesis	routed
nand3_1	8	8
nand4_2	2	2
o31ai_1	3	3
clkbuf_8	0	9
nor4_1	5	4
o21ai_0	8	8
nand2_1	59	59
buf_4	0	4
nor2_1	5	5
nand2b_1	2	2
or3_1	4	4
nor2b_1	5	5
a21oi_1	8	8
or4_1	7	7
o211ai_1	2	2
o21ai_1	3	3
bufinv_16	0	3
or2_2	3	3
ha_1	4	4
mux2_2	32	32
dfrtp_1	58	58
clkdlybuf4s50_1	0	24
or4_4	3	3
nor3_1	5	5
inv_1	7	6
==> cell type report <==
cell class                      instances  area, µm²
Timing Repair Buffer                   28        270
Sequential cell                        59       1480
Clock buffer                           10        128
Multi-Input combinational cell        183       1220
Tap cell                              108        135
Fill cell                             831       5440
Inverter                                7       26.3
Clock inverter                          6        113
==> worst max-delay path: stages (launching register included) <==
cell             delay [ps]
dfrtp_1                 430
nand4_2                 200
nor4_1                  570
and2_1                  250
clkdlybuf4s50_1         470
==> metrics by stage <==
stage	utilization (%)	cells	worst slack [ps]	power (µW)	hold slack (ps)
3_5_place_dp	35.5	385	1010	710	456
2_1_floorplan	-	255	1350	689	419
5_1_grt	38.2	401	426	1480	475
4_1_cts	38.2	401	602	1440	450
3_3_place_gp	35.5	385	1010	710	455
6_report	38.2	401	619	1420	451
==> power breakdown <==
part / internal, µW / leakage, µW / total [µW] / switching (µW)
clock network: 462 / 0.000121 / 728 / 266
registers: 663 / 0.000796 / 663 / 0
logic: 16.1 / 0.000670 / 32.9 / 16.8
==> kinds of logic after synthesis <==
group | after synthesis | share of synthesized area [%]
multiplexers | 32 | 13.1
flip-flops | 59 | 53.8
buffers and inverters | 13 | 2.05
AND-OR/OR-AND | 33 | 7.75
AND/OR/NAND/NOR | 114 | 21.4
adder cells (fa/ha/maj) | 4 | 1.82
==> worst paths after layout <==
| path | cells after the start | slack (ps) | startpoint | end |
|---|---|---|---|---|
| worst max-delay path | 4 | 620 | clk_counter_reg[5] | tx_done |
| worst min register to register | 1 | 450 | temp_ACK_reg | state[18] |
| worst min-delay path | 1 | 450 | temp_ACK_reg | state[18] |
| min in group asynchronous | 2 | 570 | reset | rx_real_data[3] |
| max in group asynchronous | 3 | 2380 | reset | async pin |
| worst max register to register | 7 | 1000 | clk_counter_reg[1] | temp_tx_data_reg[0] |
==> routing by layer <==
layer | global-route usage (%) | up-vias | wire length (µm)
met1 | 20.2 | 966 | 2600
li1 | - | 976 | -
met3 | 3.59 | 10 | 252
met4 | 1.17 | 0 | 61
met5 | 0 | - | 0
met2 | 18.9 | 31 | 2380
Power figures rest on the tool's default switching activity, not on a simulated workload.
